$ cat ./design.v
`timescale 1ns / 1ps
module Temporizador(
	input restart,start_timer,clk,peso_excesivo,bloqueo_activado,  
	output reg t_expired,  
	output reg [6:0] sseg
   );
	reg[50:0] count;
	reg[1:0] state_reg, state_next;
	reg clk2;
	reg[3:0] countValue;
	parameter terminalCount = 5;
	 always @(posedge clk)
		begin
			if(count == 51'd50_000_000)
				begin
					count<= 0;
					clk2 <= ~clk2;
				end
			else
				begin
					count <= count + 1;
				end
		end
	always@(posedge clk2)
		begin
		t_expired <= 0;
		countValue <= 0;
		sseg[6:0] <= 7'b0000001;
		if(restart)
			countValue <= 0;
		else if((peso_excesivo) || (bloqueo_activado))
					sseg[6:0] <= 7'b0000001;
		else 
			begin
				if(start_timer) begin
					if(countValue == terminalCount - 1)
						begin
						t_expired <= 1;
						sseg[6:0] <= 7'b0000110;
						end
					else
						countValue <= countValue + 1;
				   end
				end
			end
endmodule
$ cat ./run.sh
#!/bin/bash
# OpenROAD 26Q1-2900-gdf79404cd8, Yosys 0.63+post, stock flow scripts
make -C /OpenROAD-flow-scripts/flow DESIGN_CONFIG=/design/flow/config.mk WORK_HOME=/design/flow/orfs finish
$ cat ./config.mk
export PLATFORM = sky130hd
export DESIGN_NAME = Temporizador
export DESIGN_NICKNAME = Temporizador
export VERILOG_FILES = /design/flow/design.v
export SDC_FILE = /design/flow/constraint.sdc
export NUM_CORES = 4
export LEC_CHECK = 1
export CORE_UTILIZATION = 50
$ cat ./constraint.sdc
current_design Temporizador

set clk_period 5.2
set clk_io_pct 0.2

create_clock -name clk0 -period $clk_period [get_ports {clk}]

set non_clock_inputs [all_inputs -no_clocks]
set_input_delay [expr $clk_period * $clk_io_pct] -clock clk0 $non_clock_inputs
set_output_delay [expr $clk_period * $clk_io_pct] -clock clk0 [all_outputs]
==> results_slide.txt <==
Run Summary

Worst setup path
  – CP arrival: 2370 ps
  – R2R Setup Slk: 3020 ps
  – Critical Path End Type: flop
  – Crit-path max FO: 9
  – Setup CP Type: flop to flop
  – Crit path launch type: flop
  – Worst EP required: 5390 ps

Yosys
  – Register area share after synthesis: 0.4539
  – Area leader, netlist: dfxtp_1
  – Mapped Avg Cell Area: 9.485 µm²
  – Main synth FF type: dfxtp_1
  – Mapped Cells: 272
  – Flip-flops with a built-in enable: 1
  – Syn. warnings: 1
  – Yosys cell count: 272
  – Biggest area cells: dfxtp_1, xnor2_1, xor2_1
  – Synthesized area: 2580 µm²
  – Registers, synthesis: 58
  – Asr flop ratio synth: 0
  – Yosys stat area: 2580 µm²
  – Area share of the largest cell type after synthesis: 0.4423
  – Post-synth cell types: 29
  – Most frequent cell after synthesis: dfxtp_1
  – Top cells by count, synth: dfxtp_1, xnor2_1, nand3_1, nor2_1, xor2_1

Clock network
  – TritonCTS clock tree: built
  – # hold bufs at CTS: 0
  – Skew-Pair Late Insertion Delay: 300 ps
  – Root Driver: clkbuf_8
  – CTS buffer count: 5
  – H-tree level count: 2
  – CTS clk-pin slew, worst paths: 100 ps
  – # Post-CTS Setup Buffers: 0
  – CTS Buffer Depth: 2
  – Cts repair resizes: 0

Route
  – Via/cell ratio: 5.326
  – Post-route ant nets: 0
  – DRC: 0
  – Detailed-route via count: 1848
  – Post-Route WL: 4469 µm
  – Routed len/inst: 12.88 µm
  – Ant. Diodes: 0
  – DRT iter0 DRCs: 109
  – Drt first pass iters: 4

GRT
  – Total grt overflow: 0
  – Vias in the first global route: 1657
  – Total GRT Usage: 0.1878
  – Initial antenna violation count: 0
  – Largest net degree at the start of global routing: 16
  – First-pass GRT wire length: 7693 µm

Timing
  – TNS Setup: 0 ps
  – Final Hold Violation Tally: 0
  – Peak Freq: 458.1 MHz
  – Setup Skew: 13.97 ps
  – # setup viols final: 0
  – Max-slew violations: 0
  – Fin crit share: 0.4198
  – Slew Limit Headroom: 0.6336
  – RSZ-0062 raised after global routing: false
  – Tmin final: 2183 ps
  – Endpoints left unconstrained: 10
  – Register pins left without a clock: 6
  – Actual slew at the worst max-slew pin: 545.0 ps

Pwr
  – Leak pwr: 0.9917 nW
  – Total chip power: 0.6399 mW
  – Cell Pwr Density: 230.6 nW/µm²
  – Max IR drop VDD: 136.2 µV

Final layout
  – Area Growth Syn to Fin: 7.565%
  – Fillers: 436
  – Final instance area: 2775 µm²
  – Layout cell share with drive strength beyond 1: 0.06071

Floorplanning
  – Core Density at Floorplan: 0.5321
  – Die X: 73.83 µm
  – Core area: 4848 µm²
  – Chip Height: 73.83 µm
  – Site Rows: 25
  – # IOs: 13
  – Die area: 5451 µm²

Place
  – Placed instance area: 2683 µm²
  – Port Buf Inserts: 8
  – Placer's final routability congestion estimate: 0.8184
  – DPL Wire Length: 3204 µm

Status
  – Status: completed

Job
  – MaxCap Viol Count: 0
  – Tool warnings: 27

Hold path
  – HP Class: flop to flop
report_power, final:
group | internal [mW] | switching, mW
combinational | 0.00285 | 0.000794
sequential | 0.399 | 0
clock | 0.109 | 0.129
through the flow:
stage	util	std cells	setup WS [ps]	hold slack (ps)
3_3_place_gp	0.5533	339	3096	450.6
2_1_floorplan	-	275	3369	435.4
4_1_cts	0.5724	347	2991	481.8
6_report	0.5724	347	3017	478.2
3_5_place_dp	0.5533	339	3030	458.0
5_1_grt	0.5724	347	2739	506.4
worst max-delay path: stages (launching register included):
cell,delay (ps)
dfxtp_1,390
ha_1,240
nand3_1,180
nor4_4,490
and3_1,440
nand4_1,160
xnor2_1,150
registers in the layout (all words and copies together) (netlist names):
register / cells
count: 51
countValue: 4
sseg: 2
clk2: 1
layout make-up:
type | instances | area [µm²] | share of cell area
clock buffer | 7 | 86.33 | 0.03111
clock inverter | 1 | 6.256 | 0.002254
timing repair buffer | 9 | 87.58 | 0.03156
tap | 67 | 83.83 | 0.03021
inverter | 11 | 41.29 | 0.01488
sequential | 58 | 1171 | 0.4220
multi-input combinational | 194 | 1299 | 0.4680
cell families after synthesis:
logic type,Yosys count,share of synthesized area
and+or+nand+nor,135,0.3050
DFF,58,0.4539
xor gates and xnor gates,51,0.1731
buffers and inverters,23,0.04704
adders and majority gates,4,0.01940
other,1,0.001454
per-layer routing:
| metal | vias to the layer above | track usage | share of wire |
|---|---|---|---|
| met4 | 0 | 0.03419 | 0.015 |
| met3 | 7 | 0.03606 | 0.040 |
| met1 | 862 | 0.2891 | 0.49 |
| met2 | 34 | 0.2864 | 0.46 |
| li1 | 945 | - | - |
| met5 | - | 0 | 0 |
path summary, 6_finish.rpt:
check        cells past startpoint        end     start
min reg2reg                      1   count[0]  count[0]
max                              6  count[50]  count[0]
max reg2reg                      6  count[50]  count[0]
min                              1   count[0]  count[0]
cell usage in the layout (no fill, tap or decap), types with 4 or more instances in the layout:
| cell type | Yosys | layout |
|---|---|---|
| dfxtp_1 | 57 | 57 |
| nor2_1 | 25 | 25 |
| xor2_1 | 20 | 20 |
| and3_1 | 8 | 8 |
| nor4_1 | 12 | 12 |
| nand3_1 | 27 | 27 |
| nor4b_1 | 4 | 4 |
| nand4_1 | 16 | 16 |
| ha_1 | 4 | 4 |
| xnor2_1 | 31 | 31 |
| inv_1 | 11 | 11 |
| clkbuf_8 | 0 | 6 |
| conb_1 | 1 | 4 |
| nor3_1 | 6 | 6 |
| and4_1 | 4 | 4 |
| clkdlybuf4s50_1 | 0 | 8 |
| nand2_1 | 19 | 19 |
No activity file was given, so power comes from the tool's default toggle rates.
